**/design/flow/run.sh**
```bash
#!/bin/bash
# OpenROAD 26Q1-2900-gdf79404cd8, Yosys 0.63+post, stock flow scripts
make -C /OpenROAD-flow-scripts/flow DESIGN_CONFIG=/design/flow/config.mk WORK_HOME=/design/flow/orfs finish
```
**/design/flow/config.mk**
```make
export PLATFORM = sky130hd
export DESIGN_NAME = multiplier2
export DESIGN_NICKNAME = multiplier2
export VERILOG_FILES = /design/flow/design.v
export SDC_FILE = /design/flow/constraint.sdc
export NUM_CORES = 4
export LEC_CHECK = 1
export CORE_AREA = 10 10 97 97
export DIE_AREA = 0 0 107 107
```
**/design/flow/constraint.sdc**
```tcl
current_design multiplier2

set clk_period 3.7
set clk_io_pct 0.2

create_clock -name clk0 -period $clk_period [get_ports {clk}]

set non_clock_inputs [all_inputs -no_clocks]
set_input_delay [expr $clk_period * $clk_io_pct] -clock clk0 $non_clock_inputs
set_output_delay [expr $clk_period * $clk_io_pct] -clock clk0 [all_outputs]
```
**/design/flow/design.v**
```verilog
`timescale 1ns/1ns
module multiplier2 (
   input clk,  
   input start,
   input [7:0] A, 
   input [7:0] B, 
   output reg [15:0] Product,
   output ready
   );
   reg [7:0] Multiplicand ;
   reg [3:0]  counter;
   wire product_write_enable;
   wire [7:0] adder_output;
   wire c_out;
   assign {c_out, adder_output} = Multiplicand + Product[15:8];
   assign product_write_enable = Product[0];
   assign ready = counter[3];
   always @ (posedge clk)
      if(start) begin
         counter <= 4'h0 ;
         Product[7:0] <= B;  
         Product[15:8] <= 8'h00;
         Multiplicand <= A;
      end
      else if(!ready) begin
         counter <= counter + 1;
         Product <= Product >> 1;
         if(product_write_enable)
            Product[15:7] <= {c_out, adder_output};
      end   
endmodule
```
==> reports/results.tsv <==
metric	value	unit
status	finished, final reports clean	
worst_ir_drop_on_vdd	0.238	mV
critical_path.slowest_cell	sky130_fd_sc_hd__edfxtp_1	
skew	0.00508	ns
seq_power_share	46.2	%
hold_viol_final	0	
place.port_buffers	34	
globalRouteTotalUtil	5.82	%
powerDensity	441	mW/mm^2
design_power_total	855	uW
log.warning_count	25	
tritoncts.num_buffers	3	
timing.critical_path.from_type	register	
grt_max_degree	22	
synth.yosys.warnings	1	
post_synth_main_area_contributors	sky130_fd_sc_hd__edfxtp_1 34%, sky130_fd_sc_hd__dfxtp_1 17%, sky130_fd_sc_hd__ha_1 7.9%	
final_cells	257	
cts_buffer_depth	2	
crit_path_cell_trace	clkdlybuf4s50_1	
post-synth-top-area-fraction	33.9	%
antenna_violating_nets_post_route	0	
drt_pre_antenna_iters	4	
synth-main-ff-cell	sky130_fd_sc_hd__edfxtp_1	
fp_util	19.4	%
final_area	0.00194	sq mm
clock_sinks	28	
wl_per_cell	12.5	um
worst-endpoint-required	2.96	ns
clk_pin_slew	0.10	ns
timing_worst_slew_pin_value	0.638	ns
place_hpwl	2460	um
synth.yosys.num_cells	124	
power.combinational.fraction	25.3	%
clk_root_buffer_cell	sky130_fd_sc_hd__clkbuf_8	
finalClockPeriodUsage	61.5	%
dpl.cell_count	253	
post_cts.resized_instances	0	
antenna_violations_before_repair	0	
clock_insertion_delay_worst_skew	0.28	ns
max_stage_delay	0.68	ns
intPower	639	uW
floorplan.die_area	0.0114	sq mm
syn-cell-area	0.00142	sq mm
chipWidth	107	um
clock.fmax	439	MHz
setup_violations	0	
fraction_of_final_layout_cells_sized_beyond_drive_strength_1	8.86	%
dpl-instance-area	0.00187	sq mm
critical_path_peak_fanout	15	
synth-seq-area-share	50.8	%
final-comb-area	651	sq um
postCtsSetupRepairBufs	0	
slew_viols_final	0	
die_h	107	um
timing.critical_path.arrival	1.54	ns
final.fill_count	798	
synth.lib_cells_used.distinct	39	
rsz0062_at_grt	false	
max_slew_margin	57.3	%
finish.utilization	26.6	%
cell_type_contributing_the_most_total_cell_area_after_synthesis	sky130_fd_sc_hd__edfxtp_1	
critical_path_buf_inv_count	1	
cp_top_family	flip-flops	
avgViaCountPerCell	3.95	
floorplan.core_area	0.00729	sq mm
detail_route.antenna_diodes	0	
enable_flop_cells	16	
worst-setup-path-type	reg2out	
holdBufCountCts	0	
drt_iter0_markers	47	
boundaryPins	35	
yosysMostFrequentCell	sky130_fd_sc_hd__edfxtp_1	
drt_drc_violations_left	0	
power.switching_fraction	25.3	%
leakagePower	0.000711	uW
synthTopCellsByCount	16 x sky130_fd_sc_hd__edfxtp_1, 12 x sky130_fd_sc_hd__dfxtp_1, 10 x sky130_fd_sc_hd__nor2_1	
syn_avg_cell_area	11.4	sq um
wirelength	3210	um
tritoncts	yes	
synth_async_sr_flop_share	0	%
fin_setup_tns	0	ns
gp_routability_congestion	0.768	
post-route-min-period	2.28	ns
ys_ff	28	
syn_to_final_growth	36.9	%
clockPowerShare	28.5	%
grt_overflow	0	
worst_setup_path_end_kind	output port	
grt_pass1_vias	1063	
detailroute.via_count	1015	
cts_htree_levels	1	
register_area	721	sq um
switching_power	216	uW
row_count	31	
yosys-stat-area	0.00142	sq mm
synthCells	124	
wire_length_of_the_first_global_routing_pass	5430	um
max_cap_viol_count	0	
hold_path_class	reg2reg	
## cell usage in the layout (no fill, tap or decap), drive strengths merged, types with 2 or more instances in the layout
cell type and instances:
mux2 7, nor2b 5, a211oi 5, xor2 3, buf 2, nor2 10
nor3 5, a21oi 8, nand3b 2, edfxtp 16, a31oi 2, a21o 2
dfxtp 12, clkbuf 3, clkdlybuf4s50 34, nand2 2, o21ai 4, xnor2 2
ha 9, mux2i 2, inv 5
## power groups by stage
stage / sequential, uW / combinational, uW / clock, uW
after global routing: 401 / 244 / 266
after CTS: 396 / 220 / 250
final: 395 / 216 / 244
## per-layer routing
layer / track usage [%] / part of all wire [%]
met1: 8.35 / 50
met2: 8.43 / 42
met3: 2.49 / 7.5
met4: 0.290 / 0.37
met5: 0 / 0
## area by class of cell
cell class | instances | share of cell area (%)
flip-flops and latches | 28 | 37.1
clock buffers | 3 | 2.13
multi-input cells | 85 | 33.5
well taps | 99 | 6.38
repair buffers | 36 | 18.3
clock inverters | 1 | 1.55
inverters | 5 | 0.967
## stage by stage
| step | hold slack [ns] | setup slack, ns |
|---|---|---|
| 5_1_grt | 0.557 | 1.33 |
| 4_1_cts | 0.543 | 1.39 |
| 2_1_floorplan | 0.477 | 1.70 |
| 3_5_place_dp | 0.503 | 1.26 |
| 6_report | 0.535 | 1.42 |
| 3_3_place_gp | 0.503 | 1.31 |
## sequential cells by signal, indices dropped and copies added, names as in the netlist
name	flops
Multiplicand	8
Product	16
counter	4
## kinds of logic after synthesis
logic type	after synthesis	synth area share, %
AND-OR/OR-AND	31	15.1
AND/OR/NAND/NOR	30	11.4
flip-flops	28	50.8
buffers and inverters	11	3.27
adder cells (fa/ha/maj)	10	9.36
multiplexers	9	6.97
XOR/XNOR	5	3.09
## worst paths after layout
| kind | start | to | slack (ns) | cells past startpoint |
|---|---|---|---|---|
| worst max-delay path | Product[0] | Product[0] | 1.42 | 1 |
| worst min-delay path | Product[12] | Product[12] | 0.54 | 2 |
| worst max register to register | Product[8] | Product[13] | 1.48 | 8 |
| worst min register to register | Product[12] | Product[12] | 0.54 | 2 |
Power is estimated from default activity; no workload was simulated.
