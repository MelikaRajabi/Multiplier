===== design.v =====
`timescale 1ns/1ns
module multiplier1 (
   input clk,  
   input start,
   input [7:0] A, 
   input [7:0] B, 
   output reg [15:0] Product,
   output ready
   );
   reg [15:0] Multiplicand ;
   reg [7:0]  Multiplier;
   reg [3:0]  counter;
   wire product_write_enable;
   wire [15:0] adder_output;
   assign adder_output = Multiplicand + Product;
   assign product_write_enable = Multiplier[0];
   assign ready = counter[3];
   always @ (posedge clk)
      if(start) begin   
         counter <= 4'h0 ;
         Multiplier <= B;
         Product <= 16'h0000;
         Multiplicand <= {8'h00, A} ;
      end
      else if(!ready) begin
         counter <= counter + 1;
         Multiplier <= Multiplier >> 1;
         Multiplicand <= Multiplicand << 1;
         if(product_write_enable)
            Product <= adder_output;
      end   
endmodule

===== config.mk =====
export PLATFORM = sky130hd
export DESIGN_NAME = multiplier1
export DESIGN_NICKNAME = multiplier1
export VERILOG_FILES = /design/flow/design.v
export SDC_FILE = /design/flow/constraint.sdc
export NUM_CORES = 4
export LEC_CHECK = 1
export CORE_UTILIZATION = 50

===== constraint.sdc =====
current_design multiplier1

set clk_period 8.9
set clk_io_pct 0.2

create_clock -name clk0 -period $clk_period [get_ports {clk}]

set non_clock_inputs [all_inputs -no_clocks]
set_input_delay [expr $clk_period * $clk_io_pct] -clock clk0 $non_clock_inputs
set_output_delay [expr $clk_period * $clk_io_pct] -clock clk0 [all_outputs]

===== run.sh =====
#!/bin/bash
# OpenROAD 26Q1-2900-gdf79404cd8, Yosys 0.63+post, stock flow scripts
make -C /OpenROAD-flow-scripts/flow DESIGN_CONFIG=/design/flow/config.mk WORK_HOME=/design/flow/orfs finish

==> impl_metrics.py <==
# Synthesis and PnR figures
metrics = {
    "outcome": {
        "status": "finished clean",
    },
    "synth": {
        "area_leaders": "dfxtp_1, edfxtp_1, ha_1, mux2_2, mux2i_1",
        "synth.distinct_cells": 42,
        "top_area_frac": 0.2344,
        "yosysCellCount": 236,
        "flop_cell": "dfxtp_1",
        "syn_avg_cell_area_sq_um": 10.13,
        "synth_seq_share": 0.4354,
        "yosys.area.top_type": "dfxtp_1",
        "ys_warn_count": 1,
        "synthCells": 236,
        "async_flop_share": 0,
        "yosys_area_sq_um": 2391,
        "synth-edff-count": 16,
        "yosys.cell_count.top_type": "dfxtp_1",
        "post_synth_instance_area_sq_um": 2391,
        "ys_ff": 44,
        "synthTopCellsByCount": "dfxtp_1, nand2_1, a21oi_1",
    },
    "die": {
        "chipArea_sq_um": 5062,
        "die_w_um": 71.15,
        "num_io_pins": 35,
        "rows": 24,
        "die_h_um": 71.15,
        "initial_utilization": 0.5344,
        "core_sq_um": 4474,
    },
    "power_and_ir_drop": {
        "internal_power_uw": 375.3,
        "p_switching_uw": 143.0,
        "power_uw": 518.3,
        "combPwrFrac": 0.238,
        "power.density_nw_per_um2": 180.4,
        "peakVddDrop_uv": 113.6,
        "clockPowerShare": 0.298,
        "switching_share": 0.2759,
        "seqPwrFrac": 0.464,
        "cellLeakagePower_nw": 1.146,
    },
    "final_timing": {
        "skew_ns": 0.003678,
        "fin_crit_sh": 0.3914,
        "max_freq_mhz": 287.1,
        "tightestPinTransition_ns": 0.8605,
        "slew-limit-headroom": 0.4263,
        "setup_tns_ns": 0,
        "rsz0062_at_grt": "false",
        "hold_violations": 0,
        "setup_viol": 0,
        "fin_crit_ns": 3.483,
        "drv_slew": 0,
    },
    "routing": {
        "drt_iter0_drc": 147,
        "num_vias": 1797,
        "first_pass_iters": 16,
        "route.antenna.diode_count": 0,
        "drt_wl_total_mm": 4.544,
        "drc": 0,
        "ant_nets": 0,
        "vias_per_cell": 5.616,
        "wire_per_inst_um": 14.20,
    },
    "place": {
        "io_buffers": 34,
        "gp_congestion": 0.8297,
        "dp_hpwl_mm": 3.132,
    },
    "clocking": {
        "clk_latency_ns": 0.30,
        "cts_sinks": 44,
        "cts_inserted_buffers": 5,
        "cts_setup_buffers": 0,
        "tritoncts": "done",
        "htree_levels": 2,
        "cts_root_buf": "clkbuf_8",
        "cts.hold.buffers_added": 0,
        "post_cts_resized": 0,
        "cts.clk_slew.worst_paths_ns": 0.09,
        "cts.path.max_buffers": 2,
    },
    "global_route": {
        "grt_pass1_wl_mm": 7.810,
        "grt_pass1_vias": 1677,
        "antenna_found_initial": 0,
        "grt_max_degree": 53,
        "grt_overflow": 0,
        "track_usage": 0.2025,
    },
    "worst_setup_path": {
        "worstSetupPathType": "flip-flop to primary output",
        "cp_top_family": "flip-flops",
        "crit_path_top_delay_cell": "dfxtp_1",
        "path_cells": "clkdlybuf4s50_1",
        "required_ns": 7.12,
        "cp_max_fo": 16,
        "end_kind": "primary output",
        "crit_path_start_kind": "flip-flop",
        "cp_num_buf_inv": 1,
        "slowest_delay_ns": 0.81,
        "critical_path_arrival_ns": 1.70,
    },
    "flow_run": {
        "warning_count": 26,
        "drv_cap": 0,
    },
    "cells_and_area": {
        "layout-drive-gt1-share": 0.1045,
        "area_growth_pct": 20.15,
    },
    "hold_path": {
        "hp-class": "flip-flop to flip-flop",
    },
}
[cell families after synthesis]
kind of cell | after synthesis | synth area share
AOI/OAI and AO/OA | 57 | 0.1591
xor gates and xnor gates | 9 | 0.03297
adders and majority gates | 17 | 0.09210
buffers and inverters | 12 | 0.01884
DFF | 44 | 0.4354
muxes | 26 | 0.1162
and+or+nand+nor | 71 | 0.1455
[power groups by stage]
stage / combinational, mW / sequential (mW) / clock (mW)
CTS: 0.124 / 0.241 / 0.157
global route: 0.138 / 0.243 / 0.168
finish: 0.124 / 0.240 / 0.154
[stage by stage]
stage,utilization,setup WS [ns],hold slack [ns],cell area (sq um),cells
floorplan,-,5.804,0.4362,2391,236
global placement,0.6172,5.531,0.4628,2761,312
detailed placement,0.6172,5.524,0.4714,2761,312
CTS,0.6421,5.380,0.4853,2873,320
global route,0.6421,5.312,0.5013,2873,320
finish,0.6421,5.417,0.4809,2873,320
[placed cells by master (no fill, tap or decap), drive strengths merged, types with 2 or more instances in the layout]
| cell | netlist | final |
|---|---|---|
| clkinv | 0 | 2 |
| o211ai | 3 | 3 |
| nand2 | 24 | 24 |
| nand3b | 4 | 4 |
| a31oi | 3 | 3 |
| nand3 | 6 | 6 |
| o31ai | 2 | 2 |
| xor2 | 2 | 2 |
| clkdlybuf4s50 | 0 | 33 |
| a21o | 8 | 8 |
| a211o | 2 | 2 |
| o21bai | 2 | 2 |
| and2 | 3 | 3 |
| nand4 | 2 | 2 |
| o21ai | 8 | 8 |
| nor2 | 15 | 15 |
| buf | 2 | 3 |
| ha | 16 | 16 |
| a21oi | 19 | 19 |
| nor3b | 2 | 2 |
| nor3 | 4 | 4 |
| nor2b | 3 | 3 |
| edfxtp | 16 | 16 |
| and3 | 2 | 2 |
| clkbuf | 10 | 5 |
| mux2 | 14 | 14 |
| mux2i | 12 | 12 |
| xnor2 | 7 | 7 |
| a211oi | 4 | 4 |
| dfxtp | 28 | 28 |
| nand2b | 2 | 2 |
[state kept, by name, indices dropped and copies added (netlist names)]
register      cells
Multiplicand     16
counter           4
Product          16
Multiplier        8
[cell type report]
| class | instances | area (sq um) |
|---|---|---|
| timing repair buffer | 36 | 350.3 |
| multi-input combinational | 180 | 1305 |
| tap | 52 | 65.06 |
| clock buffer | 5 | 68.82 |
| clock inverter | 3 | 42.54 |
| sequential | 44 | 1041 |
| fill | 355 | 1602 |
[per-layer routing]
| layer | share of wire | wire (um) | vias to the layer above | global-route usage |
|---|---|---|---|---|
| met5 | 0 | 0 | - | 0 |
| met4 | 0.0075 | 34 | 0 | 0.01778 |
| met3 | 0.053 | 243 | 4 | 0.04913 |
| met2 | 0.43 | 1936 | 51 | 0.2984 |
| met1 | 0.51 | 2329 | 806 | 0.3330 |
| li1 | - | - | 936 | - |
[worst paths after layout]
| kind | start | end | slack [ns] | cells after the start |
|---|---|---|---|---|
| worst min register to register | Product[4] | Product[4] | 0.48 | 2 |
| worst max-delay path | counter[3] | ready | 5.42 | 1 |
| worst max register to register | Multiplicand[0] | Product[12] | 6.26 | 8 |
| worst min-delay path | Product[4] | Product[4] | 0.48 | 2 |
