==> /design/flow/design.v <==
`timescale 1ns/1ns
module multiplier3 (
   input clk,  
   input start,
   input [7:0] A, 
   input [7:0] B, 
   output reg signed [15:0] Product,
   output ready
   );
   reg [8:0] Multiplicand ;
   reg [8:0] adder_output;
   reg [3:0]  counter;
   wire product_write_enable;
   assign product_write_enable = Product[0];
   assign ready = counter[3];
   always @ (posedge clk) 
      if(start) begin
         counter <= 4'h0 ;
         Product[7:0] <= B;
         Product[15:8] <= 8'h00;
         Multiplicand <= {A[7], A};  
         adder_output <= 9'b000000000;  
      end
      else if(!ready) begin
         counter = counter + 1;
         if(counter == 4'b1000) 
            Multiplicand = -Multiplicand;  
         adder_output = {Product[15], Product[15:8]} + Multiplicand;
         Product = Product >>> 1;  
         if(product_write_enable)
            Product[15:7] = adder_output;
      end 
endmodule
==> /design/flow/run.sh <==
#!/bin/bash
# OpenROAD 26Q1-2900-gdf79404cd8, Yosys 0.63+post, stock flow scripts
make -C /OpenROAD-flow-scripts/flow DESIGN_CONFIG=/design/flow/config.mk WORK_HOME=/design/flow/orfs finish
==> /design/flow/config.mk <==
export PLATFORM = sky130hd
export DESIGN_NAME = multiplier3
export DESIGN_NICKNAME = multiplier3
export VERILOG_FILES = /design/flow/design.v
export SDC_FILE = /design/flow/constraint.sdc
export NUM_CORES = 4
export LEC_CHECK = 1
export CORE_AREA = 10 10 107 107
export DIE_AREA = 0 0 117 117
==> /design/flow/constraint.sdc <==
current_design multiplier3

set clk_period 4.4
set clk_io_pct 0.2

create_clock -name clk0 -period $clk_period [get_ports {clk}]

set non_clock_inputs [all_inputs -no_clocks]
set_input_delay [expr $clk_period * $clk_io_pct] -clock clk0 $non_clock_inputs
set_output_delay [expr $clk_period * $clk_io_pct] -clock clk0 [all_outputs]
==> impl.org <==
#+TITLE: Implementation results

** Outcome
- The run finished with clean final reports.

** Run
- Summing over the stages, the warning tally comes to 27.
- Number of violations of the max-capacitance limit :: 0

** Drt
- The routed layout has approximately 1,300 vias.
- TritonRoute reported its final design rule violation total as 0.
- In the routed netlist, the antenna diode instances number 0.
- The first detailed-routing pass ran for 4 iterations.
- In this run, the number of DRC markers left after iteration 0 of detailed routing was a little under 70.
- Total length of routed wires :: 4130 um
- Routed vias/inst :: ~4.3
- The script logs the mean routed wire length per placed instance as ~13 um.
- The detail route stage leaves a number of antenna-violating nets equal to 0.

** Power and ir drop
- The internal power of the cells totals around 0.00068 W.
- In this run the VDD rail shows a maximum IR drop of 0.000144 V.
- Flop pwr share :: 0.391
- Of the total power, combinational logic draws 0.303.
- Net switching power :: approximately 0.00026 W
- For this design the static power due to leakage is between 0.9 and 1 nW.
- Clk pwr share :: 0.306
- The script computed the net switching share of total power as 0.279.
- Power per Cell Area :: roughly 390 nW/um^2

** Finish
- Per the layout area report, the combinational gate area comes to around 1000 um^2.
- Post-route insts no fill :: roughly 310
- Relative area change from synthesis to final layout :: 31.0%
- Fraction of final layout cells sized beyond drive strength 1 :: 0.153
- Register area :: about 750 um^2
- Per the layout report, the design carries about 960 filler cells.
- Non-Filler Cell Area, Final :: 2390 um^2

** Synthesis
- For reference, the post-synthesis area per instance comes to between 10 and 15 um^2.
- The main area contributors are edfxtp_1 28%, dfxtp_1 13%, mux2_2 12%.
- mux2_2 is the most common cell in the netlist.
- Sequential-to-total area share from yosys stat :: 0.412
- Per the Yosys statistics, synthesis produced 166 cells.
- For reference, the top cells by count after synthesis are 19 x mux2_2, 18 x nor2_1, 17 x edfxtp_1, 13 x ha_1, 12 x dfxtp_1.
- Per the synthesis report, the dominant area consumer among library cells is edfxtp_1.
- According to the Yosys statistics, the synthesized design has a chip area of approximately 1800 um^2.
- Of the post-synthesis cell area, the dominant cell type holds 0.280.
- In this run, synthesis inferred 17 flip-flops with an integrated enable.
- In this run, distinct cell masters in the synthesized netlist total 37.
- The synthesized netlist handed to floorplanning was reported with a cell count of roughly 170.
- Post-synth ARST share :: 0
- Before any placement, the netlist area is recorded as 1820 um^2.
- For this run, the number of Yosys warnings is 1.
- Post-synth the commonest register cell is edfxtp_1.
- After synthesis the netlist holds a flip-flop and latch count of 29.

** Global routing
- The number of antenna violations at the first check in global routing was 0.
- Grt total ovfl :: 0
- Entering global routing, the biggest net connects 33 pins.
- Global router's overall resource usage :: 0.0632
- Vias in the first global route :: roughly 1,300
- The first global-routing pass estimated 6920 um of wire.

** Setup path
- Data required time of the critical path :: 4.59 ns
- The report lists the cells along the critical path as inv_1 > ha_1 > nand3_4 > mux2_2 > ha_1 > a21o_1 > a21oi_1 > nor2b_1 > o41ai_1 > mux2_2 > a211oi_1.
- Data arrives at the worst endpoint at 3.71 ns.
- Critical Path Slowest Stage Cell :: dfxtp_1
- Cell family with the largest share of critical-path delay :: AND-OR/OR-AND gates
- Buffers plus inverters on the worst setup path :: 1
- Critical-path maximum fanout :: 16
- Delay contributed by the slowest stage of the critical path :: ~0.68 ns
- STA classifies the critical path startpoint as a flip-flop.
- The critical path is of the reg -> reg type.
- Critical path endpoint category :: flip-flop

** CTS
- TritonCTS built the clock tree.
- CTS buffer count :: 5
- Number of gates given a new drive strength after cts :: 0
- According to the CTS report, the clock sink count is 29.
- Clk pin slew, worst setup/hold paths :: 0.06 ns
- The tree is rooted in a clkbuf_8.
- The number of setup buffers added after CTS is 0.
- In this run the deepest clock path goes through 2 buffers.
- Clk latency late pin :: between 0.2 and 0.3 ns
- Per the CTS log, the maximum H-tree level is 2.
- Number of hold buffers added after CTS :: 0

** Placed design
- Summing all placed instances gives a cell area of between 2000 and 2500 um^2.
- Once detailed placement completed, the half-perimeter wirelength came to approximately 3100 um.
- As logged by OpenROAD, the buffers inserted on ports number 34.
- Including well taps, the total number of placed cells is 305.
- Placer Congestion :: roughly 0.90

** Final timing
- Post-layout min period :: between 3 and 4 ns
- Max-slew violation count :: 0
- Slew at the pin with the worst max-slew slack :: ~0.81 ns
- # setup viols final :: 0
- The most critical hold endpoint after final layout shows a slack of 0.542 ns.
- Across all checked pins, the minimum headroom to the slew limit is 0.462.
- Based on the critical path, the design can be clocked at up to approximately 280 MHz.
- The final timing summary puts the cycle share of the worst path at 0.802.
- Final hold vios :: 0
- Clock skew :: 0.00421 ns
- RSZ-0062 raised after global routing :: no
- In the final timing run, aggregate negative setup slack is 0 ns.

** Die
- The floorplan step records an initial core utilization of 0.198.
- The floorplan has 35 rows.
- Placeable Area :: just over 9000 um^2
- After floorplanning, the die was sized to cover 13,700 um^2.
- Number of top-level pins :: 35
- Die width :: 117 um
- Chip Height :: around 120 um

** Worst hold path
- Note that the worst hold path type here is reg -> reg.
[cell usage in the layout (no fill, tap or decap), types with 2 or more instances in the layout]
| cell | instances |
|---|---|
| a311oi_1 | 2 |
| a21o_1 | 2 |
| nand2_1 | 2 |
| nor2b_1 | 3 |
| xnor2_1 | 6 |
| nand4_1 | 2 |
| a21oi_1 | 10 |
| nand3_1 | 2 |
| a31oi_1 | 2 |
| nor2_1 | 18 |
| clkbuf_8 | 6 |
| xor2_1 | 7 |
| clkdlybuf4s50_1 | 34 |
| a211oi_1 | 6 |
| o21ai_0 | 4 |
| mux2_2 | 19 |
| mux2i_1 | 4 |
| dfxtp_1 | 12 |
| nor3_1 | 4 |
| ha_1 | 13 |
| edfxtp_1 | 17 |
| inv_1 | 10 |
[worst register-to-register path: cells and delay by family (launching register included)]
| family | cells | cell delay, ns |
|---|---|---|
| flip-flops | 1 | 0.68 |
| AND-OR/OR-AND | 4 | 0.91 |
| multiplexers | 2 | 0.75 |
| adder cells (fa/ha/maj) | 2 | 0.66 |
| AND/OR/NAND/NOR | 2 | 0.22 |
| buffers and inverters | 1 | 0.23 |
[cell type report]
type	count	share of cell area
Timing Repair Buffer	35	0.146
Inverter	10	0.0157
Clock inverter	1	0.0126
Tap cell	111	0.0581
Sequential cell	29	0.314
Clock buffer	7	0.0361
Multi-Input combinational cell	120	0.417
[final timing paths]
check,startpoint,to,slack [ns],cells past startpoint
worst max-delay path,counter[3]$_SDFF_PP0_,Product[14]$_SDFFE_PP0N_,0.87,11
worst max register to register,counter[3]$_SDFF_PP0_,Product[14]$_SDFFE_PP0N_,0.87,11
worst min register to register,Product[15]$_SDFFE_PP0P_,Product[15]$_SDFFE_PP0P_,0.54,2
worst min-delay path,Product[15]$_SDFFE_PP0P_,Product[15]$_SDFFE_PP0P_,0.54,2
[sequential cells by signal, indices dropped and copies added, names as in the netlist]
register      cells
Multiplicand      9
Product          16
counter           4
[through the flow]
| step | total power [W] | utilization | setup slack, ns |
|---|---|---|---|
| after global placement | 0.000657 | 0.247 | 1.04 |
| after CTS | 0.000953 | 0.260 | 0.879 |
| after floorplan | 0.000545 | - | 1.53 |
| after global routing | 0.00100 | 0.260 | 0.583 |
| after detailed placement | 0.000657 | 0.247 | 0.935 |
| final | 0.000941 | 0.260 | 0.873 |
[layer usage]
metal	part of all wire	track usage	up-vias
met2	0.45	0.0930	50
met1	0.46	0.0902	611
met3	0.083	0.0232	6
met4	0.0075	0.00741	0
met5	0	0	-
li1	-	-	672
[kinds of logic (layout without fill, tap and decap cells)]
logic type / after synthesis / count (layout) / synth area share
XOR/XNOR: 15 / 15 / 0.0837
AND-OR/OR-AND: 29 / 29 / 0.109
adder cells (fa/ha/maj): 14 / 14 / 0.100
AND/OR/NAND/NOR: 39 / 39 / 0.115
multiplexers: 23 / 23 / 0.139
flip-flops: 29 / 29 / 0.412
buffers and inverters: 17 / 53 / 0.0412
[power groups by stage]
stage / clock network [W] / logic (W) / registers [W]
4_1_cts: 0.000295 / 0.000288 / 0.000369
5_1_grt: 0.000307 / 0.000321 / 0.000377
6_report: 0.000288 / 0.000285 / 0.000368
Power is estimated from default activity; no workload was simulated.
